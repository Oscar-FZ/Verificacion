[/design/flow/config.mk]
export PLATFORM = sky130hd
export DESIGN_NAME = fifo_flops
export DESIGN_NICKNAME = fifo_flops
export VERILOG_FILES = /design/flow/design.v
export SDC_FILE = /design/flow/constraint.sdc
export NUM_CORES = 4
export LEC_CHECK = 1
export CORE_UTILIZATION = 40
[/design/flow/constraint.sdc]
current_design fifo_flops

set clk_period 3.9
set clk_io_pct 0.2

create_clock -name clk0 -period $clk_period [get_ports {clk}]
create_clock -name clk1 -period $clk_period [get_ports {push}]

set non_clock_inputs [all_inputs -no_clocks]
set_input_delay [expr $clk_period * $clk_io_pct] -clock clk0 $non_clock_inputs
set_output_delay [expr $clk_period * $clk_io_pct] -clock clk0 [all_outputs]
[/design/flow/design.v]
module dff_async_rst (
  input data,
  input clk,
  input reset,
  output reg q);
  always @ ( posedge clk or posedge reset)    
    if (reset) begin
      q <= 1'b0;
    end  else begin
      q <= data;
    end
endmodule
module dltch_async_rst (
  input data,
  input clk,
  input reset,
  output reg q);
  always @ (clk or reset or data)    
    if (reset) begin
      q <= 1'b0;
    end  else if (clk) begin
      q <= data;
    end
endmodule
module dltch (
  input data,
  input clk,
  output reg q);
  always @ (clk or data)    
    if (clk) begin
      q <= data;
    end
endmodule
module prll_d_reg #(parameter bits = 32)(
  input clk,
  input reset,
  input [bits-1:0] D_in,
  output [bits-1:0] D_out
);
  genvar i;
  generate
    for(i = 0; i < bits; i=i+1) begin:bit_
      dff_async_rst prll_regstr_(.data(D_in[i]),.clk(clk),.reset(reset),.q(D_out[i]));
    end
  endgenerate
endmodule
module prll_d_ltch_no_rst #(parameter bits = 32)(
  input clk,
  input [bits-1:0] D_in,
  output [bits-1:0] D_out
);
  genvar i;
  generate
    for(i = 0; i < bits; i=i+1) begin:bit_
      dltch prll_regstr_(.data(D_in[i]),.clk(clk),.q(D_out[i]));
    end
  endgenerate
endmodule
module prll_d_ltch #(parameter bits = 32)(
  input clk,
  input reset,
  input [bits-1:0] D_in,
  output [bits-1:0] D_out
);
  genvar i;
  generate
    for(i = 0; i < bits; i=i+1) begin:bit_
      dltch_async_rst prll_regstr_(.data(D_in[i]),.clk(clk),.reset(reset),.q(D_out[i]));
    end
  endgenerate
endmodule
module pos_edge(
 input clk,
 output out
);
    wire neg_clk;
    not #(0,3) inv_clk(neg_clk,clk);
    and  and_posdg (out,clk,neg_clk);
endmodule
module neg_edge(
 input clk,
 output out
);
    wire neg_clk;
    not #(3,0) inv_clk(neg_clk,clk);
    nor nor_ngdg (out,clk,neg_clk);
endmodule
module fifo_flops #(parameter depth = 16,parameter bits = 32)(
  input [bits-1:0] Din,
  output reg [bits-1:0] Dout,
  input push,
  input pop,
  input clk,
  output reg full,
  output reg pndng,
  input rst
);
  wire [bits-1:0] q[depth-1:0];
  reg [$clog2(depth):0] count;
  reg [bits-1:0] aux_mux [depth-1:0];
  reg [bits-1:0] aux_mux_or [depth-2:0];
  genvar i;
  generate
    for(i=0;i<depth;i=i+1)begin:_dp_
       if(i==0)begin: _dp2_
         prll_d_reg #(bits) D_reg(.clk(push),.reset(rst),.D_in(Din),.D_out(q[i]));
         always@(*)begin
           aux_mux[i]=(count==i+1)?q[i]:{bits{1'b0}};
         end    
       end else begin: _dp3_
         prll_d_reg #(bits) D_reg(.clk(push),.reset(rst),.D_in(q[i-1]),.D_out(q[i]));
         always@(*)begin
           aux_mux[i]=(count==i+1)?q[i]:{bits{1'b0}};
         end    
       end
    end
  endgenerate
  generate
  for(i=0;i<depth-2;i=i+1)begin:_nu_
    always@(*)begin
      aux_mux_or[i]=aux_mux[i] | aux_mux_or[i+1];
    end
  end
  endgenerate
  always@(*)begin
    aux_mux_or[depth-2] = aux_mux [depth-1]|aux_mux[depth-2];
    Dout=aux_mux_or[0];  
  end
  always@(posedge clk)begin
  if(rst) begin
    count <= 0;
  end else begin
    case({push,pop})
      2'b00: count <= count;
      2'b01: begin
        if(count == 0) begin
          count <= 0;
        end else begin
          count <=count - 1;
        end
      end
      2'b10:begin
         if(count == depth)begin
           count <= count;
         end else begin
           count <= count+1;
        end
      end
      2'b11: count <= count;
    endcase
  end
  pndng <= (count==0)?{1'b0}:{1'b1};
  full <=(count == depth)?{1'b1}:{1'b0};
end
endmodule
[/design/flow/run.sh]
#!/bin/bash
# OpenROAD 26Q1-2900-gdf79404cd8, Yosys 0.63+post, stock flow scripts
make -C /OpenROAD-flow-scripts/flow DESIGN_CONFIG=/design/flow/config.mk WORK_HOME=/design/flow/orfs finish
==> flow_summary_export.csv <==
group,metric,value,unit
run_status,status,"complete, no violations",
critical_path,cpMostUsedCell,"clkbuf_16",
global_route,antenna_found_initial,0,
min_path,min_path_cells,0,
synth,yosysWarnings,6,
detailed_routing,num_vias,10388,
cells_and_area,layout-drive-gt1-share,18.6,%
global_route,overflow,0,
synth,edf_count,0,
floorplan,ios,70,
sta,maxSlewViolCount,0,
placed_design,portBuffers,68,
global_route,grt_first_pass_wirelength,71.6,mm
detailed_routing,antenna_left,0,
critical_path,critical_path.cell_chain,"clkbuf_16 > clkbuf_16 > clkbuf_16 > clkbuf_16 > clkbuf_16 > clkbuf_16 > ha_4 > clkbuf_16 > clkbuf_16 > a21o_4 > clkbuf_16 > a311oi_4 > a31o_2",
power,power-per-cell-area,725,mW/mm²
sta,finClkSkew,0.0170,ns
cells_and_area,final_cells,1861,
synth,synth_top_flop_cell,"dfrtp_1",
critical_path,cp-startpoint,"push",
run,max_cap_violations,0,
critical_path,critPathTopFamily,"buffers and inverters",
critical_path,worstReg2RegStart,"count[1]",
synth,async_flop_share,98.7,%
detailed_routing,drt_iter0_drc,804,
detailed_routing,drt_first_pass_iters,5,
sta,setup_viol,0,
clocking,clk_pin_slew,0.06,ns
synth,synth.cell_area,0.0173,mm²
floorplan,dieWidth,210,µm
cells_and_area,syn_to_final_growth,24.8,%
synth,ys_seq_share,74.9,%
floorplan,fp_util,40.9,%
critical_path,path_depth,13,
synth,synthDistinctLibCells,64,
power,vdd_ir_drop_max,356,µV
critical_path,cp.buffers_inverters,9,
detailed_routing,avgViaCountPerCell,5.58,
synth,yosysChipArea,0.0173,mm²
floorplan,dieArea,0.0441,mm²
placed_design,detailed_place_hpwl,28.0,mm
floorplan,fp-row-count,75,
synth,synth.avg_cell_area,15.9,µm²
sta,rsz0062_at_grt,"false",
critical_path,cp-start-kind,"clock port",
detailed_routing,routed_wl,46.6,mm
global_route,grt_pass1_vias,11584,
sta,worst_pin_slew,0.819,ns
global_route,grt_max_degree,134,
critical_path,endpoint_kind,"flop",
cells_and_area,fill_cells,3386,
critical_path,cp_data_required_time,4.08,ns
run,tool_warnings,60,
sta,relSlewSlack,45.3,%
detailed_routing,wire_per_inst,25.0,µm
min_path,hp-start,"_dp_[11]._dp3_.D_reg.bit_[14].prll_regstr_.q",
detailed_routing,antenna-diode-count,0,
floorplan,die_y,210,µm
placed_design,gp_congestion,0.893,
global_route,track_usage,23.4,%
critical_path,cp_slowest_cell,"a311oi_4",
floorplan,placeableCoreArea,0.0423,mm²
synth,ys_cells,1088,
critical_path,reg2reg_depth,9,
power,p_leak,9.07,nW
min_path,min_path_type,"flop to flop",
sta,hold_violations,0,
critical_path,criticalPathCategory,"clock port to flop",
critical_path,cpPeakStageDelay,0.28,ns
clocking,cts_tree,"done",
placed_design,numPlacedInstances,1729,
critical_path,critPathMaxFanout,3,
power,power,15.7,mW
critical_path,cp_data_arrival_time,4.04,ns
detailed_routing,drc,0,
synth,syn_inst,1088,
synth,numSynthFlops,519,
[layout make-up]
cell class / instances / area, µm² / area share, %
Multi-Input combinational cell: 490 / 4110 / 19.0
Clock buffer: 107 / 2190 / 10.2
Tap cell: 577 / 722 / 3.35
Timing Repair Buffer: 133 / 1280 / 5.94
Sequential cell: 519 / 13000 / 60.1
Clock inverter: 24 / 273 / 1.26
Inverter: 11 / 45.0 / 0.209
[where the power goes]
group	internal (mW)	total (mW)	switching, mW	leakage, nW
registers	5.69	5.89	0.200	6.03
logic	1.44	3.19	1.75	1.77
clock network	4.10	6.57	2.47	1.28
total	11.2	15.7	4.43	9.07
[state kept, by name (all words and copies together), names as in the netlist]
| signal | count |
|---|---|
| _dp_._dp2_.D_reg.bit_.prll_regstr_.q | 32 |
| full | 1 |
| count | 5 |
| pndng | 1 |
| _dp_._dp3_.D_reg.bit_.prll_regstr_.q | 480 |
[routing by layer]
layer	up-vias	track usage [%]	routed length, µm
met4	0	6.95	1450
met1	5418	35.3	19900
met3	131	10.4	4600
met2	461	32.0	20700
met5	-	0.334	0
li1	4378	-	-
[kinds of logic after synthesis]
| kind of cell | after synthesis | synth area share, % |
|---|---|---|
| buffers and inverters | 79 | 2.31 |
| AOI/OAI and AO/OA | 245 | 11.1 |
| muxes | 87 | 5.64 |
| and+or+nand+nor | 151 | 5.54 |
| adders and majority gates | 7 | 0.507 |
| DFF | 519 | 74.9 |
[what timing repair did]
item,CTS,global route
resized,21,4
endpoints found under the setup margin,7,15
hold buffers,0,0
hold endpoints to repair,0,0
pin swaps,5,3
setup buffers,2,2
[worst register-to-register path, cell delays in order (launching register included)]
cell and delay, ns:
dfxtp_1 0.36, inv_1 0.19, ha_2 0.37, nor4bb_4 0.39, buf_4 0.33, buf_4 0.23, a21o_4 0.17, clkbuf_16 0.13
a211oi_1 0.04, a211oi_1 0.31
[layout by cell type (no fill, tap or decap), drive strengths merged, types with 7 or more instances in the layout]
master | netlist | layout
dfxtp | 7 | 7
o21ai | 12 | 12
nand3b | 18 | 18
ha | 7 | 7
o2bb2ai | 11 | 11
a22oi | 57 | 57
a222oi | 7 | 7
dfrtp | 512 | 512
a2bb2oi | 11 | 11
nand2 | 31 | 31
clkinv | 0 | 13
a21oi | 17 | 17
nor2b | 11 | 11
a221oi | 31 | 31
nand3 | 22 | 22
o22ai | 21 | 21
clkdlybuf4s50 | 0 | 68
clkbuf | 28 | 105
inv | 12 | 13
mux2 | 14 | 14
mux2i | 66 | 66
nand4 | 12 | 12
a22o | 36 | 36
mux4 | 7 | 7
nor2 | 14 | 14
buf | 39 | 67
[stage by stage]
step	setup slack (ns)	TNS [ns]	cell area, µm²	util, %	hold WS [ns]
6_report	0.0417	0	21600	51.0	0.364
5_1_grt	0.0176	0	21600	51.0	0.375
4_1_cts	0.0171	0	21500	50.9	0.371
3_5_place_dp	0.236	0	19000	44.9	0.300
3_3_place_gp	0.237	0	19000	44.9	0.300
2_1_floorplan	-5.62	-1972.60	17300	-	0.299
[synth_stat cells (4+ instances only)]
cell type / n / area share [%]
a211oi_1: 6 / 0.26
a21oi_1: 17 / 0.49
a221oi_1: 31 / 1.6
a222oi_1: 7 / 0.41
a22o_1: 36 / 1.8
a22oi_1: 57 / 2.5
a2bb2oi_1: 11 / 0.56
a32o_1: 4 / 0.23
a32oi_1: 5 / 0.25
and4b_1: 6 / 0.35
buf_2: 24 / 0.69
buf_4: 11 / 0.48
buf_6: 4 / 0.26
clkbuf_1: 27 / 0.59
dfrtp_1: 512 / 74
dfxtp_1: 7 / 0.81
ha_1: 7 / 0.51
inv_1: 12 / 0.26
mux2_2: 14 / 0.91
mux2i_1: 66 / 3.8
mux4_2: 7 / 0.91
nand2_1: 31 / 0.67
nand3_1: 22 / 0.64
nand3b_1: 17 / 0.74
nand4_1: 12 / 0.43
nor2_1: 14 / 0.30
nor2b_1: 11 / 0.40
nor4_1: 4 / 0.14
nor4bb_1: 4 / 0.23
o21ai_0: 12 / 0.35
o22ai_1: 21 / 0.76
o2bb2ai_1: 11 / 0.56
or3_1: 4 / 0.14
or3b_2: 6 / 0.30
[worst paths after layout]
path | end | slack (ns)
max in group clk1 | _dp_[0]._dp2_.D_reg.bit_[14].prll_regstr_.q | 3.27
min reg2reg | _dp_[12]._dp3_.D_reg.bit_[14].prll_regstr_.q | 0.36
max in group asynchronous | _dp_[3]._dp3_.D_reg.bit_[4].prll_regstr_.q | 2.21
min in group asynchronous | _dp_[8]._dp3_.D_reg.bit_[21].prll_regstr_.q | 1.09
max reg2reg | count[1] | 1.26
min in group clk0 | count[0] | 0.61
min | _dp_[12]._dp3_.D_reg.bit_[14].prll_regstr_.q | 0.36
max | count[3] | 0.04
No activity file was given, so power comes from the tool's default toggle rates.
