===== design/flow/config.mk =====
export PLATFORM = sky130hd
export DESIGN_NAME = fifo_control
export DESIGN_NICKNAME = fifo_control
export VERILOG_FILES = /design/flow/design.v
export SDC_FILE = /design/flow/constraint.sdc
export NUM_CORES = 4
export LEC_CHECK = 1
export CORE_AREA = 10 10 70 70
export DIE_AREA = 0 0 80 80

===== design/flow/constraint.sdc =====
current_design fifo_control

set clk_period 2.6
set clk_io_pct 0.2

create_clock -name clk0 -period $clk_period [get_ports {clk_i}]

set non_clock_inputs [all_inputs -no_clocks]
set_input_delay [expr $clk_period * $clk_io_pct] -clock clk0 $non_clock_inputs
set_output_delay [expr $clk_period * $clk_io_pct] -clock clk0 [all_outputs]

===== design/flow/design.v =====
`timescale 1ns / 1ps
module fifo_control #(parameter depth = 16)
    (
        input clk_i,
        input rst_i,
        input push,
        input pop,
        output reg [$clog2(depth):0] count
    );
    typedef enum
        {
        no_push_no_pop,
        only_pop,
        only_push,
        push_pop
        } state_t;
    always_ff @(posedge clk_i, negedge rst_i)
        if (!rst_i)
            count <= 0;
        else begin
            unique case ({push,pop}) 
                no_push_no_pop: count <= count;
                only_pop: begin
                    if (count == 0) begin
                        count <= 0;
                    end
                    else begin
                        count = count - 1;
                    end
                end
                only_push: begin
                    if (count == depth) begin
                        count <= count;
                    end
                    else begin
                        count = count + 1;
                    end
                end
                push_pop: count <= count;
            endcase
        end
endmodule

===== design/flow/run.sh =====
#!/bin/bash
# OpenROAD 26Q1-2900-gdf79404cd8, Yosys 0.63+post, stock flow scripts
make -C /OpenROAD-flow-scripts/flow DESIGN_CONFIG=/design/flow/config.mk WORK_HOME=/design/flow/orfs finish

==> results.toml <==
# generated from flow reports
[worst_setup_path]
cp.required_ns = 2.75
r2r_cells = 6
crit_slowest_cell = "clkdlybuf4s50_1"
end_kind = "flip-flop"
r2r_setup_slack_ns = 0.92
critPathMaxStageDelay_ns = 0.45
crit_chain = "clkdlybuf4s50_1 > inv_1 > ha_1 > a31oi_1 > a21oi_1 > a41oi_1"
setup.worst_path.start_class = "input pin"
crit_path_max_fanout = 11
path_class = "in -> reg"
cp.arrival_ns = 2.05

[timing]
finClkSkew_ns = 0.005175
final.period_utilization = 0.7319
setup_viol = 0
period_needed_ns = 1.903
slew_headroom = 0.7239
hold_violations = 0
slew_violations = 0
max_freq_mhz = 525.5
final.setup.tns_ns = 0
rsz0062_at_grt = "false"
tightest_slew_ns = 0.4142

[synth]
yosys_area_um2 = 389.1
yosys-stat-cells = 44
avgSynthCellArea_um2 = 8.844
syn_area_um2 = 389.1
numSynthFlops = 5
ys_seq_frac = 0.3215
yosysWarnings = 1
synthCells = 44
synth_cell_types = 24

[detailed_routing]
via_per_inst = 3.540
diodes = 0
drt-pass1-iter-count = 4
routed-via-count = 354
wl_um = 840
final_antenna_net_count = 0
drcViolationCount = 0
wl_per_cell_um = 8.400
drtIter0Drc = 28

[grt]
grt_pass1_vias = 292
grt_pass1_wl_um = 1359
grtUsageTotal = 0.02555
gr-total-overflow = 0
antenna_found_initial = 0
grt_max_degree = 12

[pwr]
ir_worst_vdd_v = 0.0002615
combPwrFrac = 0.463
power_switching_uw = 202.6
p_leak_nw = 0.2063
swShare = 0.3770
powerDensity_nw_per_um2 = 1006
p_int_uw = 334.9
p_clk_frac = 0.169
p_seq_frac = 0.368
total_power_uw = 537.5

[place]
placed_area_um2 = 508.0
hpwlAfterDp_um = 667.9
port_buffers = 8
gp_congestion = 0.7578

[finish]
areaGrowthSynthToFinish_pct = 37.30
largest_reg_flops = 5
comb_area_um2 = 230.2
top_regs = "count: 5 flops"
design_area_um2 = 534.3
register_area_um2 = 125.1
drive_gt1_frac = 0.1481
fillCellCount = 394
top_register = "count"

[cts]
clkSlewWorstSetupHoldPaths_ns = 0.05
cts_setup_buffers = 0
cts_made_buffers = 3
cts_resized = 0
cts_hold_buf = 0
clk_latency_ns = 0.24
cts_sinks = 5
cts_max_level = 1
root_buffer = "clkbuf_4"
cts_max_path_buffers = 2
cts_tree = "built"

[floorplanning]
rows = 21
pin_count = 9
chipArea_um2 = 6400
core-area_um2 = 3416
die_w_um = 80
die_h_um = 80
fp_util = 0.1139

[status]
status = "complete, no violations"

[hold_path]
min_path_type = "in -> async"

[job]
warning_count = 26
maxCapViolCount = 0
==> worst paths after layout <==
path / startpoint / end
max reg2reg: count[0] / count[3]
max in group asynchronous: rst_i / count[1]
min reg2reg: count[3] / count[3]
max: pop / count[3]
min in group clk0: count[3] / count[3]
min: rst_i / count[0]
==> metrics by stage <==
step | setup slack (ns) | util | cells | hold slack [ns]
floorplan | 0.9908 | - | 44 | 0.2244
global placement | 0.4445 | 0.1487 | 96 | 0.6343
detailed placement | 0.4240 | 0.1487 | 96 | 0.6416
CTS | 0.6776 | 0.1564 | 100 | 0.4953
global route | 0.5307 | 0.1564 | 100 | 0.5037
finish | 0.6971 | 0.1564 | 100 | 0.4910
==> critical path, delay by kind of cell <==
family          cells  cell delay (ns)
compound gates      3             0.73
buf+inv             2             0.49
fa+ha+maj           1             0.32
==> layer usage <==
layer	wire length, um	global-route usage	vias up	part of all wire
li1	-	-	179	-
met1	406	0.03418	160	0.48
met2	362	0.03692	15	0.43
met3	71	0.01250	0	0.085
met4	0	0.003521	0	0
met5	0	0	-	0
==> final cells by class <==
type | instances | share of cell area
Multi-Input combinational cell | 33 | 0.4309
Sequential cell | 5 | 0.2342
Timing Repair Buffer | 8 | 0.1499
Tap cell | 46 | 0.1077
Clock buffer | 4 | 0.04918
Inverter | 4 | 0.02810
==> power by group through the flow <==
stage | logic, mW | registers (mW) | clock network [mW]
after CTS | 0.254 | 0.199 | 0.0926
after global routing | 0.283 | 0.208 | 0.0993
final | 0.249 | 0.198 | 0.0907
==> logic make-up (layout without fill, tap and decap cells) <==
group / Yosys count / count (layout) / share of synthesized area
xor gates and xnor gates: 1 / 1 / 0.02251
AOI/OAI and AO/OA: 11 / 11 / 0.1833
buffers and inverters: 6 / 16 / 0.08681
muxes: 1 / 1 / 0.02572
adders and majority gates: 3 / 3 / 0.09647
and+or+nand+nor: 17 / 17 / 0.2637
DFF: 5 / 5 / 0.3215
==> synth_stat cells (all sizes together) <==
| cell | number | area share |
|---|---|---|
| nor2 | 3 | 0.029 |
| dfrtp | 5 | 0.32 |
| clkbuf | 1 | 0.019 |
| inv | 4 | 0.039 |
| a31oi | 1 | 0.016 |
| nor3b | 1 | 0.019 |
| nand4 | 1 | 0.016 |
| o31ai | 1 | 0.032 |
| a21oi | 4 | 0.051 |
| and2 | 1 | 0.016 |
| nand2 | 2 | 0.019 |
| buf | 1 | 0.029 |
| mux2i | 1 | 0.026 |
| or2 | 1 | 0.016 |
| nor4b | 1 | 0.039 |
| or3 | 2 | 0.045 |
| nand3 | 2 | 0.026 |
| nor3 | 3 | 0.039 |
| xnor2 | 1 | 0.023 |
| ha | 3 | 0.096 |
| a41oi | 1 | 0.023 |
| a21o | 1 | 0.023 |
| o21ai | 3 | 0.039 |
==> placed cells by master, fill, tap and decap left out, drive strengths merged, types with 2 or more instances in the layout <==
cell type / n
clkdlybuf4s50: 8
dfrtp: 5
inv: 4
a21oi: 4
clkbuf: 4
nor3: 3
nor2: 3
o21ai: 3
ha: 3
nand3: 2
nand2: 2
or3: 2
Power and IR drop assume default switching activity.
